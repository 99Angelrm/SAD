===== flow/config.mk =====
export PLATFORM = sky130hd
export DESIGN_NAME = sad
export DESIGN_NICKNAME = sad
export VERILOG_FILES = /design/flow/design.v
export SDC_FILE = /design/flow/constraint.sdc
export NUM_CORES = 4
export LEC_CHECK = 1
export CORE_UTILIZATION = 40

===== flow/constraint.sdc =====
current_design sad

set clk_period 9.4
set clk_io_pct 0.2

create_clock -name clk0 -period $clk_period [get_ports {clk}]

set non_clock_inputs [all_inputs -no_clocks]
set_input_delay [expr $clk_period * $clk_io_pct] -clock clk0 $non_clock_inputs
set_output_delay [expr $clk_period * $clk_io_pct] -clock clk0 [all_outputs]

===== flow/design.v =====
module ABS(	input logic [7:0] resta,
				output logic [7:0] ABS);
always_comb ABS = (resta[7]==1'b1) ? ~resta+1 :resta;
endmodule
module cmp(	input logic [8:0] A,
				output logic i_lt_256);
always_comb i_lt_256=A<256;
endmodule
typedef enum logic [2:0]
{
	S0 = 3'b000,
	S1 = 3'b001, 
	S2 = 3'b010,
	S3 = 3'b011,
	S4 = 3'b100,
	ERROR = 3'bXXX
} t_cntrl_fsm_state;
module controller(input logic clk,
						input logic rst,
						input logic go,
						input logic i_lt_256,		
						output logic AB_rd,
						output logic i_inc,
						output logic i_clr,
						output logic sum_ld,
						output logic sum_clr,
						output logic sadreg_ld,
						output logic sadreg_clr
						);				
t_cntrl_fsm_state	state;   	
t_cntrl_fsm_state	nxtstate;
	always_comb begin 
		case(state)
			S0: nxtstate = go ? S1:S0;
			S1: nxtstate = S2;
			S2: nxtstate = i_lt_256 ? S3 : S4;
			S3: nxtstate = S2;
			S4: nxtstate = S0;
			default: nxtstate=S0;
		endcase
	end
	always_ff @(posedge clk)
			state <= (rst) ? S0 : nxtstate;
	always_comb begin
		sum_clr = (state==S1);
		sadreg_clr=(state==S1);
		i_clr = (state==S1);
		sum_ld= (state==S3);
		AB_rd=(state==S3);
		i_inc=(state==S3);
		sadreg_ld=(state==S3||state==S4);
	end
endmodule
module datapath(	input logic [7:0]A_data,B_data,
						input i_inc,i_clr,sum_ld,sum_clr,sadreg_ld,sadreg_clr,clk,
						output logic [31:0] sad,
						output logic [8:0] AB_addr,
						output i_lt_256);
						logic [7:0] resta,ABS;
						logic [31:0] sum_in,sum_out;
						logic [8:0]AB_addr_temp;
		resta RESTA(
		.A_data(A_data),
		.B_data(B_data),
		.resta(resta));
		ABS abs(
		.resta(resta),
		.ABS(ABS)
		);
		mas MAS(
		.ABS(ABS),
		.sum_in(sum_out),
		.sum_out(sum_in)
		);
		sum SUM(
		.sum_ld(sum_ld),
		.sum_clr(sum_clr),
		.clk(clk),
		.sum_in(sum_in),
		.sum_out(sum_out)
		);
		sadreg SADREG(
		.sadreg_ld(sadreg_ld),
		.sadreg_clr(sadreg_clr),
		.clk(clk),
		.sadreg_in(sum_out),
		.sadreg_out(sad)
		);
		i I(
		.i_inc(i_inc),
		.i_clr(i_clr),
		.clk(clk),
		.AB_addr(AB_addr_temp));
		cmp CMP(
		.A(AB_addr_temp),
		.i_lt_256(i_lt_256));
		always_comb AB_addr=AB_addr_temp;
endmodule
module i(	input logic i_inc,i_clr,clk,
				output logic [8:0] AB_addr);
			logic [8:0] AB_addr_temp;
		always_ff @(posedge clk or posedge i_clr)begin
		if(i_clr) AB_addr_temp=0;
		else AB_addr_temp=i_inc?AB_addr_temp+1:AB_addr_temp;
		end
		always_comb AB_addr=AB_addr_temp;
endmodule
module mas  (
	input  logic [7:0]	ABS,
	input  logic [31:0]	sum_in,
	output logic [31:0]	sum_out
	);
	always_comb sum_out=sum_in+{24'd0,ABS};
endmodule
module resta(input logic [7:0] A_data,B_data,
				 output logic[7:0] resta);
			always_comb resta=A_data-B_data;
endmodule
module sad(	input go,clk,rst,
				input logic [7:0] A_data,B_data,
				output AB_rd,
				output logic [8:0] AB_addr,
				output logic [31:0] sad);
			logic i_lt_256,i_inc,i_clr, sum_ld, sum_clr, sadreg_ld,sadreg_clr;
		controller CONTROLLER(
		.clk(clk),
		.rst(rst),
		.go(go),
		.i_lt_256(i_lt_256),		
		.AB_rd(AB_rd),
		.i_inc(i_inc),
		.i_clr(i_clr),
		.sum_ld(sum_ld),
		.sum_clr(sum_clr),
		.sadreg_ld(sadreg_ld),
		.sadreg_clr(sadreg_clr)
		);
		datapath DATAPATH(
		.A_data(A_data),
		.B_data(B_data),
		.i_inc(i_inc),
		.i_clr(i_clr),
		.sum_ld(sum_ld),
		.sum_clr(sum_clr),
		.sadreg_ld(sadreg_ld),
		.sadreg_clr(sadreg_clr),
		.clk(clk),
		.sad(sad),
		.AB_addr(AB_addr),
		.i_lt_256(i_lt_256)
		);
endmodule
module sadreg(	input logic sadreg_ld,sadreg_clr,clk,
				input logic [31:0] sadreg_in,
				output logic [31:0]sadreg_out
				);
		always_ff @(posedge clk or posedge sadreg_clr)begin
		if(sadreg_clr) sadreg_out = 0;
		else if(sadreg_ld)sadreg_out=sadreg_in;
		end
endmodule
module sum(	input logic sum_ld,sum_clr,clk,
				input logic [31:0] sum_in,
				output logic [31:0]sum_out
				);
		always_ff @(posedge clk or posedge sum_clr)begin
		if(sum_clr) sum_out = 0;
		else if(sum_ld)sum_out=sum_in;
		end
endmodule

===== flow/run.sh =====
#!/bin/bash
# OpenROAD 26Q1-2900-gdf79404cd8, Yosys 0.63+post, stock flow scripts
make -C /OpenROAD-flow-scripts/flow DESIGN_CONFIG=/design/flow/config.mk WORK_HOME=/design/flow/orfs finish

==> results.ini <==
[outcome]
status=finished clean

[clock_network]
path_clk_slew_ps=80
root_buffer=clkbuf_8
postCtsResizedCells=0
cts_hold_repair.buffers=0
post_cts_buffers=0
htreeDepth=3
cts_tree=yes
worstSkewPairLatency_ps=340
clock_path_buffers=2
cts_made_buffers=9
cts.sinks=78

[global_route]
grt_max_degree=60
grt_usage=0.142
grt_pass1_wl_um=11000
gr-total-overflow=0
first_global_vias=2374
antenna_found_initial=0

[detailed_routing]
drt_iter0_markers=36
wirelength_um=6220
antennaDiodeCount=0
first_pass_iters=6
via_per_inst=4.96
drc=0
wl_per_cell_um=12.6
drt.antenna.violating_nets=0
vias=2453

[place]
numPortBuffers=60
place_hpwl_um=4360
pre_cts_slack_ps=3640
gp_congestion=0.728

[floorplanning]
dieWidth_um=99.2
core_region_area_um2=9200
die-area_um2=9840
die_y_um=99.2
ios=61
rows=35
fp-utilization=0.411

[synthesis]
avgSynthCellArea_um2=12.0
async_reset_ff_frac=0.936
ys_types=37
yosysSeqAreaShare=0.510
synth-edff-count=0
syn_area_um2=3780
ys_cells=315
ys_chip_area_um2=3780
yosys_warnings=9
syn-instance-count=315
ff_type=dfrtp_1
ys_ff=78

[critical_path]
worstPathMaxFanout=11
worstSetupEndpointType=flip-flop
worstSetupPathType=in2reg
crit_buf_inv=2
critPathRequiredTime_ps=9670
cpPeakStageDelay_ps=450
start_kind=input port
crit_slowest_cell=clkdlybuf4s50_1
cp.arrival_ps=5660
path_delay_family=AND-OR/OR-AND gates
crit_chain=clkdlybuf4s50_1 -> inv_1 -> ha_1 -> nor2_1 -> a211oi_1 -> o41a_1 -> xnor2_2 -> mux2_2 -> fa_1 -> a21o_1 -> a21oi_1 -> o21ai_0 -> o221a_2 -> nand4_1 -> xnor2_1

[timing]
finalSetupViolations=0
tightest_slew_ps=730
hold_viol_final=0
finalClockSkew_ps=9.12
setup_slack_ps=4000
maxSlewViolCount=0
period_minus_slack_ps=5400
rsz0062_at_grt=no
fin_setup_tns_ps=0
finalCritPeriodShare=0.574
relSlewSlack=0.513
max_freq_mhz=185

[power_and_ir_drop]
ir_worst_vdd_mv=0.0942
leakagePower_nw=2.21
p_per_area_nw_per_um2=218
seqPwrFrac=0.406
p_sw_frac=0.286
power.internal_mw=0.734
p_total_mw=1.03
comb_power_share=0.304
switchingPower_mw=0.294
p_clk_frac=0.290

[hold_path]
hold_class=reg2async

[run]
drv_cap=0
warnings=25

[final_layout]
area_growth_pct=25.1
drive_gt1_frac=0.161
fill_cells=815

## path summary, 6_finish.rpt
path                                                     start                                endpoint  slack [ps]  depth (start not counted)
hold reg to reg                    CONTROLLER.state[3]$_DFF_P_  DATAPATH.I.AB_addr_temp[4]$_DFFE_PP0P_         160                          1
hold / removal                     CONTROLLER.state[3]$_DFF_P_  DATAPATH.I.AB_addr_temp[4]$_DFFE_PP0P_         160                          1
min in group clk0                  CONTROLLER.state[0]$_DFF_P_             CONTROLLER.state[0]$_DFF_P_         460                          2
setup / recovery                                     B_data[2]    DATAPATH.SUM.sum_out[30]$_DFFE_PP0P_        4000                         15
setup reg to reg           DATAPATH.SUM.sum_out[0]$_DFFE_PP0P_    DATAPATH.SUM.sum_out[30]$_DFFE_PP0P_        7080                          8
max in group asynchronous          CONTROLLER.state[3]$_DFF_P_    DATAPATH.SUM.sum_out[10]$_DFFE_PP0P_        8200                          2
## registers in the layout, indices dropped and copies added, names as in the netlist
| register | count |
|---|---|
| DATAPATH.SADREG.sadreg_out | 32 |
| DATAPATH.SUM.sum_out | 32 |
| DATAPATH.I.AB_addr_temp | 9 |
| CONTROLLER.state | 5 |
## worst register-to-register path: stages, from the launching register on
cell and delay, ps:
dfrtp_1 400, ha_1 240, fa_1 410, a21o_1 170
a21oi_1 190, o21ai_0 190, o221a_2 380, nand4_1 150
xnor2_1 120
## per-stage QoR
step / hold WS [ps] / std cells / instance area [µm²] / utilization
after floorplan: 417 / 315 / 3780 / -
after global placement: 169 / 479 / 4490 / 0.488
after detailed placement: 167 / 479 / 4490 / 0.488
after CTS: 175 / 495 / 4730 / 0.514
after global routing: 205 / 495 / 4730 / 0.514
final: 162 / 495 / 4730 / 0.514
## cells in the final DEF (no fill, tap or decap), types with 2 or more instances in the layout
cell type / n
nand3_1: 15
buf_4: 3
mux2_2: 41
nand2b_1: 4
fa_1: 2
dfrtp_1: 73
clkbuf_8: 9
xnor2_1: 41
nand4_1: 12
dfxtp_1: 5
and3_1: 13
o21bai_1: 2
a21o_1: 7
a21oi_1: 8
clkdlybuf4s50_1: 60
inv_1: 13
bufinv_16: 3
o21ai_0: 4
nand2_1: 9
or3_1: 2
ha_1: 17
xor2_1: 8
nor2_1: 14
clkbuf_1: 2
## layout make-up
type                       instances  area (µm²)  share of cell area
clock buffer                      11         131              0.0278
clock inverter                     5         106              0.0225
inverter                          14        52.6              0.0111
multi-input combinational        213        1750               0.370
sequential                        78        1930               0.408
tap                              111         139              0.0294
timing repair buffer              63         623               0.132
## routing by layer
layer,track usage,routed length (µm),part of all wire,vias to the layer above
li1,-,-,-,1239
met1,0.215,3110,0.50,1162
met2,0.229,2810,0.45,46
met3,0.0243,229,0.037,6
met4,0.0192,70,0.011,0
met5,0,0,0,-
## power by group through the flow
stage	clock [mW]	sequential (mW)	combinational, mW
global route	0.321	0.426	0.354
CTS	0.307	0.419	0.317
finish	0.298	0.417	0.313
## Yosys cell counts (2+ instances only)
cell / count / area share
a21o_1: 7 / 0.014
a21oi_1: 8 / 0.011
and3_1: 13 / 0.022
buf_1: 2 / 0.0020
buf_2: 2 / 0.0026
buf_4: 2 / 0.0040
clkbuf_1: 3 / 0.0030
dfrtp_1: 73 / 0.48
dfxtp_1: 5 / 0.026
fa_1: 2 / 0.011
ha_1: 17 / 0.056
inv_1: 14 / 0.014
mux2_2: 41 / 0.12
nand2_1: 9 / 0.0089
nand2b_1: 4 / 0.0066
nand3_1: 15 / 0.020
nand4_1: 12 / 0.020
nor2_1: 15 / 0.015
o21ai_0: 4 / 0.0053
o21bai_1: 2 / 0.0040
or3_1: 2 / 0.0033
xnor2_1: 41 / 0.095
xor2_1: 8 / 0.019
## kinds of logic (layout without fill, tap and decap cells)
logic type | after synthesis | after routing | synth area share
AND-OR/OR-AND | 27 | 27 | 0.0480
XOR/XNOR | 50 | 50 | 0.118
adder cells (fa/ha/maj) | 19 | 19 | 0.0669
buffers and inverters | 24 | 93 | 0.0285
flip-flops | 78 | 78 | 0.510
multiplexers | 41 | 41 | 0.122
AND/OR/NAND/NOR | 76 | 76 | 0.107
Power and IR drop assume default switching activity.
